## ./config.mk

```make
export PLATFORM = sky130hd
export DESIGN_NAME = Input_Reg_Line
export DESIGN_NICKNAME = Input_Reg_Line
export VERILOG_FILES = /design/flow/design.v
export SDC_FILE = /design/flow/constraint.sdc
export NUM_CORES = 4
export LEC_CHECK = 1
export CORE_UTILIZATION = 50
export SYNTH_HDL_FRONTEND = slang
```

## ./constraint.sdc

```tcl
current_design Input_Reg_Line

set clk_period 5.1
set clk_io_pct 0.2

create_clock -name clk0 -period $clk_period [get_ports {clk}]

set non_clock_inputs [all_inputs -no_clocks]
set_input_delay [expr $clk_period * $clk_io_pct] -clock clk0 $non_clock_inputs
set_output_delay [expr $clk_period * $clk_io_pct] -clock clk0 [all_outputs]
```

## ./design.v

```verilog
(*use_dsp="yes"*)module PE#(
    parameter DATA_WIDTH = 8,
    parameter SUM_WIDTH = 32
)(
    input [DATA_WIDTH-1:0] ifm_in,
    input [DATA_WIDTH-1:0] w_in,
    input clk,
    input rst_n,
    input done,
    output [DATA_WIDTH-1:0] ifm_pass,
    output [DATA_WIDTH-1:0] w_pass,
    output [SUM_WIDTH-1:0] psum_out
);
    reg [DATA_WIDTH-1:0] ifm_pass_r;
    reg [DATA_WIDTH-1:0] w_pass_r;
    wire [SUM_WIDTH-1:0] mul;
    reg [SUM_WIDTH-1:0] psum_out_r;
    assign ifm_pass = ifm_pass_r;
    assign w_pass = w_pass_r;
    assign psum_out = psum_out_r;
    assign mul =  w_in * ifm_in;
    always @(posedge clk or negedge rst_n) begin
        if(!rst_n) begin
            ifm_pass_r <= 0;
            w_pass_r <= 0;
            psum_out_r <= 0;
        end
        else begin
            ifm_pass_r <= ifm_in;
            w_pass_r <= w_in;
            case(done)
                1'b0 : psum_out_r <= psum_out_r + mul;
                1'b1 : psum_out_r <= psum_out_r;
                default : psum_out_r <= 0;
            endcase
        end
    end
endmodule
module Input_Reg #(
    parameter ARRAY_SIZE = 4,
    parameter DATA_WIDTH = 8,
    parameter BUFFER_DATA_WIDTH = ARRAY_SIZE * DATA_WIDTH
)(
    input clk,
    input rst_n,
    input write_en,
    input read_en,
    input [BUFFER_DATA_WIDTH-1:0] buffer_data_in,
    output [DATA_WIDTH-1:0] data_out
);
    reg [DATA_WIDTH-1:0] Input_Reg [0:ARRAY_SIZE-1];
    reg [1:0] cnt;
    assign data_out = (read_en)? Input_Reg[cnt] : 0;
    always @(posedge clk or negedge rst_n) begin
        if(!rst_n) begin
            for(int i = 0; i < ARRAY_SIZE; i++) Input_Reg[i] <= 0; 
            cnt <= 0;
        end
        else begin
            if(write_en) begin
                Input_Reg[0] <= buffer_data_in[7:0];
                Input_Reg[1] <= buffer_data_in[15:8];
                Input_Reg[2] <= buffer_data_in[23:16];
                Input_Reg[3] <= buffer_data_in[31:24];
            end
            cnt <= (read_en)? cnt + 1 : 0;
        end
    end
endmodule
module Input_Reg_Line #(
    parameter ARRAY_SIZE = 4,
    parameter DATA_WIDTH = 8,
    parameter BUFFER_DATA_WIDTH = ARRAY_SIZE * DATA_WIDTH
)(
    input clk,
    input rst_n,
    input reg_line_en,
    input data_done,
    input [BUFFER_DATA_WIDTH-1:0] buffer_data_in,
    output [DATA_WIDTH-1:0] data_out [0:ARRAY_SIZE-1]
);
    wire [ARRAY_SIZE-1:0] read_en,write_en;
    reg pipeline_done;
    reg start;
    reg [2:0] cnt;
    always @(posedge clk or negedge rst_n) begin
        if(!rst_n) begin
            pipeline_done <= 0;
            start <= 0;
            cnt <= 0;
        end
        else begin
            if(cnt==3) pipeline_done <= 1;
            start <= 1;
            cnt <= (start)? cnt + 1 : 0;
        end
    end
    generate
        for(genvar i = 0; i < ARRAY_SIZE; i++) begin : en_control
            assign write_en[i] = (cnt[1:0] == i);  
            assign read_en[i] = ((cnt>i)||pipeline_done);
        end
    endgenerate
    generate 
        for(genvar i = 0; i < ARRAY_SIZE; i++) begin : input_reg_connection
            Input_Reg #(
                .ARRAY_SIZE(ARRAY_SIZE),
                .DATA_WIDTH(DATA_WIDTH),
                .BUFFER_DATA_WIDTH(BUFFER_DATA_WIDTH)
            )IFM_Input_Reg(
                .clk(clk),
                .rst_n(rst_n),
                .write_en(write_en[i]),
                .read_en(read_en[i]),
                .buffer_data_in(buffer_data_in),
                .data_out(data_out[i]));
        end
    endgenerate
endmodule
```

## ./run.sh

```bash
#!/bin/bash
# OpenROAD 26Q1-2900-gdf79404cd8, Yosys 0.63+post, stock flow scripts
make -C /OpenROAD-flow-scripts/flow DESIGN_CONFIG=/design/flow/config.mk WORK_HOME=/design/flow/orfs finish
```

==> reports/results.ini <==
[cts]
clk_path_buf_depth=2
cts-root-buf=clkbuf_16
cts_setup_buffers=0
cts_resized=0
clock_latency_ns=0.41
hold_buffers=0
cts_tree=done
cts_sinks=141
h-tree-depth=4
numCtsBuffers=17
clkTransAtPathRegs_ns=0.05

[drt]
post_drt_wl_per_cell_um=20.3
diodes=0
vias=3482
drtIter0Drc=72
wl_um=13000
ant_nets=0
viasPerCell=5.45
drc=0
drt_first_pass_iters=5

[run_status]
outcome=finished clean

[final_layout]
n_fill_cell=954
finalNonFillerCells=639
final_area_um2=7740
drive_above_1_share_pct=18.5
syn_to_final_growth_pct=20.8

[logic_synthesis]
top_cells_by_count=dfrtp_1 (141), mux2_1 (128), mux4_2 (32)
syn_area_um2=6410
synth.mux.area_fraction_pct=33.7
top_area_cell=dfrtp_1
netlist_instances=391
avgSynthCellArea_um2=16.4
ys_sh_adder_pct=0.976
ys_cells=391
yosysUniqueCellTypes=20
synthTopCellsByArea=dfrtp_1 (55%), mux2_1 (22%), mux4_2 (11%), nor2b_4 (3.7%), nor2b_1 (1.7%)
synth_top_cell_by_count=dfrtp_1
seq_area_frac_synth_pct=55.1
xor_area_share_pct=0.547
ys_sh_simple_pct=6.19
synth_warnings=0
synth.cellmix.compoundShare_pct=0.469
edf_count=0
yosys_most_used_dff=dfrtp_1
ys_async_sr_fraction_pct=100
yosys.area.top_type_share_pct=55.1
topCombFamilyByArea=multiplexers
yosysChipArea_um2=6410
numSynthFlops=141

[sta]
maxSlewHeadroom_pct=46.0
drv_slew=0
clock.fmax_ghz=0.284
rsz0062_at_grt=false
timing.final.ws_setup_ns=1.58
skew_ns=0.00515
finalClockPeriodUsage_pct=69.0
tns_ns=0
finalSetupViolations=0
hold_viol_final=0
finalCriticalPeriod_ns=3.52
tightest_slew_ns=0.810

[floorplan]
die_y_um=115
fp.dieW_um=115
ios=68
core_area_um2=12300
dieArea_um2=13300
rows=40
fp_util_pct=52.3

[critical_path]
cp_cell_sequence=ha_1 -> ha_1 -> o21ba_1 -> buf_4 -> nor2b_4 -> clkdlybuf4s50_1
cp.arrival_ns=2.50
critical_path.most_common_cell=ha_1
cpMaxStageDelayCell=clkdlybuf4s50_1
path_delay_family=buffers and inverters
critPathCaptureType=output port
r2r-start=cnt[0]
critPathLaunchType=flop
critPathKind=flop to output port
crit_start=cnt[0]
worstPathRequired_ns=4.08
cp_max_fo=7
critPathBufInv=2
max_stage_delay_ns=0.47

[pwr]
p_total_mw=4.27
powerDensity_nw_per_um2=552
leakagePower_nw=3.26
peakVddDrop_mv=0.342

[run]
cap_violations=0
warning_count=31

[hold_path]
hold_path.class=flop to flop

[global_route]
grt_usage_pct=23.1
grt_max_degree=55
antenna_found_initial=0
overflow=0
grt_pass1_vias=3745
grt_pass1_wl_um=20900

[place]
dpl.hpwl_um=8000
place_area_um2=7160
gp_congestion=0.750
io_buffer_count=65
dp_slack_ns=1.99
dpl.cell_count=607

## registers in the layout, indices dropped and copies added (netlist names)
name	flops
pipeline_done	1
input_reg_connection.IFM_Input_Reg.Input_Reg	128
cnt	3
start	1
input_reg_connection.IFM_Input_Reg.cnt	8
## layout by cell type, fill, tap and decap left out, drive strengths merged, types with 3 or more instances in the layout
cell type	n
clkbuf	25
nor2	10
xnor2	4
nor2b	34
mux2	128
mux4	32
dfrtp	141
clkinv	5
clkdlybuf4s50	64
inv	3
ha	5
buf	10
## cells by family (layout without fill, tap and decap cells)
kind of cell,after synthesis,count (layout)
AOI/OAI and AO/OA,4,4
and+or+nand+nor,47,47
DFF,141,141
buffers and inverters,29,109
adders and majority gates,5,5
other,1,1
xor gates and xnor gates,4,4
muxes,160,160
## metal layers
metal	up-vias	wire length, um	track usage, %
met5	-	0	0
met4	0	103	1.82
met3	7	1050	9.54
met2	100	6110	34.9
met1	1828	5690	35.2
li1	1547	-	-
## per-stage QoR
stage | hold slack, ns | util [%]
after floorplan | 0.448 | -
after global placement | 0.461 | 58.4
after detailed placement | 0.469 | 58.4
after CTS | 0.482 | 63.1
after global routing | 0.489 | 63.1
final | 0.480 | 63.1
## worst reg2reg max path, cell delays in order (launching register included)
cell     delay (ns)
dfrtp_1        0.44
ha_1           0.21
ha_1           0.17
o21ba_1        0.39
buf_4          0.34
nor2_1         0.07
## final cells by class
cell class	instances	area [um^2]	area share (%)
Multi-Input combinational cell	221	2690	34.8
Inverter	3	11.3	0.145
Clock buffer	25	495	6.40
Clock inverter	7	85.1	1.10
Sequential cell	141	3530	45.6
Tap cell	168	210	2.72
Timing Repair Buffer	74	719	9.30
## report_power, final
| part | leakage (nW) | switching [mW] | internal [mW] |
|---|---|---|---|
| sequential | 1.66 | 0.311 | 1.43 |
| clock | 0.291 | 0.430 | 0.767 |
| combinational | 1.30 | 0.326 | 1.01 |
| total | 3.26 | 1.07 | 3.21 |
## path summary, 6_finish.rpt
check / end / slack, ns / cells past startpoint
max in group asynchronous: async pin / 3.53 / 2
min reg2reg: flop / 0.48 / 1
min: flop / 0.48 / 1
max: data_out[4] / 1.58 / 6
min in group asynchronous: async pin / 0.54 / 1
max reg2reg: input_reg_connection[3].IFM_Input_Reg.cnt[0] / 3.34 / 5
Power and IR drop assume default switching activity.
