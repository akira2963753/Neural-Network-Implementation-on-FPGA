==> /design/flow/design.v <==
(*use_dsp="yes"*)module PE#(
    parameter DATA_WIDTH = 8,
    parameter SUM_WIDTH = 32
)(
    input [DATA_WIDTH-1:0] ifm_in,
    input [DATA_WIDTH-1:0] w_in,
    input clk,
    input rst_n,
    input done,
    output [DATA_WIDTH-1:0] ifm_pass,
    output [DATA_WIDTH-1:0] w_pass,
    output [SUM_WIDTH-1:0] psum_out
);
    reg [DATA_WIDTH-1:0] ifm_pass_r;
    reg [DATA_WIDTH-1:0] w_pass_r;
    wire [SUM_WIDTH-1:0] mul;
    reg [SUM_WIDTH-1:0] psum_out_r;
    assign ifm_pass = ifm_pass_r;
    assign w_pass = w_pass_r;
    assign psum_out = psum_out_r;
    assign mul =  w_in * ifm_in;
    always @(posedge clk or negedge rst_n) begin
        if(!rst_n) begin
            ifm_pass_r <= 0;
            w_pass_r <= 0;
            psum_out_r <= 0;
        end
        else begin
            ifm_pass_r <= ifm_in;
            w_pass_r <= w_in;
            case(done)
                1'b0 : psum_out_r <= psum_out_r + mul;
                1'b1 : psum_out_r <= psum_out_r;
                default : psum_out_r <= 0;
            endcase
        end
    end
endmodule
module PE_Array #(
    parameter DATA_WIDTH = 8,
    parameter ARRAY_SIZE = 3,
    parameter SUM_WIDTH = 32
)(
    input [DATA_WIDTH-1:0] ifm_in [0:ARRAY_SIZE-1],
    input [DATA_WIDTH-1:0] w_in [0:ARRAY_SIZE-1],
    input clk,
    input rst_n,
    input done [0:ARRAY_SIZE+1],
    output [DATA_WIDTH-1:0] ifm_pass [0:ARRAY_SIZE-1],
    output [DATA_WIDTH-1:0] w_pass [0:ARRAY_SIZE-1],
    output [SUM_WIDTH-1:0] psum_out [0:ARRAY_SIZE-1][0:ARRAY_SIZE-1]
);
    wire [DATA_WIDTH-1:0] ifm_wire [0:ARRAY_SIZE-1][0:ARRAY_SIZE];
    wire [DATA_WIDTH-1:0] w_wire [0:ARRAY_SIZE][0:ARRAY_SIZE-1];
    generate
        for(genvar i=0; i<ARRAY_SIZE; i=i+1) begin : input_connections
            assign ifm_wire[i][0] = ifm_in[i];
            assign w_wire[0][i] = w_in[i];
        end
    endgenerate
    generate
        for(genvar i=0; i<ARRAY_SIZE; i=i+1) begin : output_connections
            assign ifm_pass[i] = ifm_wire[i][ARRAY_SIZE];
            assign w_pass[i] = w_wire[ARRAY_SIZE][i];
        end
    endgenerate
    generate
        for(genvar i=0;i<ARRAY_SIZE;i=i+1) begin : row_gen
            for(genvar j=0;j<ARRAY_SIZE;j=j+1) begin : col_gen
                PE #(
                .DATA_WIDTH(DATA_WIDTH),
                .SUM_WIDTH(SUM_WIDTH)
                )Processing_Element(
                .ifm_in(ifm_wire[i][j]),
                .w_in(w_wire[i][j]),
                .clk(clk),
                .rst_n(rst_n),
                .done(done[i+j]),
                .ifm_pass(ifm_wire[i][j+1]),
                .w_pass(w_wire[i+1][j]),
                .psum_out(psum_out[i][j])
                );
            end
        end
    endgenerate
endmodule
==> /design/flow/run.sh <==
#!/bin/bash
# OpenROAD 26Q1-2900-gdf79404cd8, Yosys 0.63+post, stock flow scripts
make -C /OpenROAD-flow-scripts/flow DESIGN_CONFIG=/design/flow/config.mk WORK_HOME=/design/flow/orfs finish
==> /design/flow/config.mk <==
export PLATFORM = sky130hd
export DESIGN_NAME = PE_Array
export DESIGN_NICKNAME = PE_Array
export VERILOG_FILES = /design/flow/design.v
export SDC_FILE = /design/flow/constraint.sdc
export NUM_CORES = 4
export LEC_CHECK = 1
export CORE_UTILIZATION = 30
export SYNTH_HDL_FRONTEND = slang
==> /design/flow/constraint.sdc <==
current_design PE_Array

set clk_period 11.1
set clk_io_pct 0.2

create_clock -name clk0 -period $clk_period [get_ports {clk}]

set non_clock_inputs [all_inputs -no_clocks]
set_input_delay [expr $clk_period * $clk_io_pct] -clock clk0 $non_clock_inputs
set_output_delay [expr $clk_period * $clk_io_pct] -clock clk0 [all_outputs]
==> impl_metrics.env <==
# flow metrics
export IMPL_grt_pass1_wl_um=163000
export IMPL_antenna_found_initial=8
export IMPL_clock_sinks=432
export IMPL_core_mm2=0.128
export IMPL_syn_area_mm2=0.0387
export IMPL_postCtsSetupBuffers=0
export IMPL_warning_count=25
export IMPL_dr_pass1_iters=5
export IMPL_logic_family="adder cells"
export IMPL_tightest_slew_ns=0.846
export IMPL_cts_hold_buf=0
export IMPL_clkLatencyLatePin_ns=0.70
export IMPL_fin_crit_ns=6.96
export IMPL_grt_usage=0.164
export IMPL_r2r_slack_ns=5.75
export IMPL_place_hpwl_um=79100
export IMPL_edf_count=0
export IMPL_cp_top_family="adder cells"
export IMPL_remaining_drc_errors=0
export IMPL_path_max_fanout=9
export IMPL_finalHoldWorstSlack_ns=0.464
export IMPL_ys_sh_simple=0.138
export IMPL_leakage_nw=23.3
export IMPL_r2r_start="row_gen[0].col_gen[0].Processing_Element.w_pass[5]$_DFF_PN0_"
export IMPL_min_period_over_period=0.627
export IMPL_wl_per_cell_um=16.2
export IMPL_finalHoldViolations=0
export IMPL_area_leaders="dfrtp_1 (28%), fa_1 (23%), ha_1 (12%), inv_1 (8.4%), and2_1 (5.2%)"
export IMPL_status="completed"
export IMPL_drv_slew=0
export IMPL_place_area_mm2=0.0444
export IMPL_vias=27100
export IMPL_die_area_mm2=0.130
export IMPL_viasPerCell=4.46
export IMPL_ff2ff_path_depth=18
export IMPL_routed_wl_um=98500
export IMPL_path_class="input pin to register"
export IMPL_place_port_buffers=390
export IMPL_cp_end_kind="register"
export IMPL_yosysTopAreaCell="dfrtp_1"
export IMPL_slew_limit_headroom=0.436
export IMPL_drive_gt1_frac=0.0450
export IMPL_ys_warnings_count=0
export IMPL_max_clock_freq_mhz=144
export IMPL_mux_share=0.0140
export IMPL_yosysUniqueCellTypes=78
export IMPL_place_ws_ns=3.47
export IMPL_synth_area_yosys_mm2=0.0387
export IMPL_fin_ws_ns=4.14
export IMPL_xor_share=0.0516
export IMPL_clockRootBuffer="clkbuf_16"
export IMPL_drtAntennaViolNets=0
export IMPL_drt_initial_drc_count=1072
export IMPL_yosysTopAreaCellShare=0.280
export IMPL_critical_path_depth=18
export IMPL_async_reset_ff_frac=1.00
export IMPL_ys_seq_share=0.280
export IMPL_ir_drop_mv=0.185
export IMPL_ys_cells=3953
export IMPL_gp_congestion=0.896
export IMPL_cp_start_kind="input pin"
export IMPL_grt_max_degree=63
export IMPL_io_pins=391
export IMPL_clkTransAtPathRegs_ns=0.06
export IMPL_fillCellCount=12500
export IMPL_worstPathBufferInverterCount=4
export IMPL_crit_top_cell="fa_1"
export IMPL_power_density_mw_per_mm2=296
export IMPL_setup_viol_count_final=0
export IMPL_fp_util=0.303
export IMPL_crit_path_max_incr_delay_ns=0.74
export IMPL_hold_path_class="register to register"
export IMPL_syn_avg_cell_area_um2=9.78
export IMPL_cts_made_buffers=60
export IMPL_final_setup_tns_ns=0
export IMPL_ff_type="dfrtp_1"
export IMPL_cts_tree="done"
export IMPL_maxCapViolations=0
export IMPL_rsz0062_at_grt="false"
export IMPL_startpoint="ifm_in[8]"
export IMPL_clockBufferDepth=3
export IMPL_critPathArrivalTime_ns=7.51
export IMPL_syn_to_final_growth_pct=20.2
export IMPL_finalClockSkew_ns=0.0524
export IMPL_synthCells=3953
export IMPL_cp_slowest_cell="clkdlybuf4s50_1"
export IMPL_required_ns=11.65
export IMPL_rows=131
export IMPL_chipHeight_um=361
export IMPL_htreeDepth=2
export IMPL_ys_sh_aoi=0.0713
export IMPL_cts_resized=0
export IMPL_fin_area_mm2=0.0465
export IMPL_grt_pass1_vias=28800
export IMPL_die_w_um=361
export IMPL_synth_seq_cells=432
export IMPL_overflow=0
export IMPL_ys_sh_adder=0.352
export IMPL_path_cells="clkdlybuf4s50_1 > nand2_1 > fa_1 > inv_1 > fa_1 > fa_1 > inv_1 > fa_1 > inv_1 > ha_1 > o21a_1 > o31a_1 > nor4_2 > nor3_1 > nor2_1 > a21oi_1 > nand4_1 > xnor2_1"
metal layers:
| layer | share of wire | vias up | track usage |
|---|---|---|---|
| li1 | - | 13000 | - |
| met1 | 0.43 | 13200 | 0.230 |
| met2 | 0.44 | 632 | 0.247 |
| met3 | 0.10 | 131 | 0.0675 |
| met4 | 0.024 | 14 | 0.0317 |
| met5 | 0.00081 | - | 0 |
cell usage after synthesis (all sizes together) (4+ instances only):
cell / number
a2111oi: 8
a211o: 6
a211oi: 13
a21boi: 5
a21o: 49
a21oi: 88
a31oi: 17
a41oi: 4
and2: 322
and3: 25
and3b: 4
buf: 24
clkbuf: 51
dfrtp: 432
fa: 450
ha: 369
inv: 862
mux2: 40
mux2i: 9
nand2: 454
nand2b: 28
nand3: 44
nand4: 20
nor2: 71
nor2b: 21
nor3: 20
nor3b: 17
nor4: 4
nor4b: 6
o211ai: 8
o21a: 18
o21ai: 166
o21bai: 12
o31ai: 16
xnor2: 108
xor2: 120
power by group:
part           internal [mW]  switching [mW]  leakage [nW]  total (mW)
Combinational           4.31            5.03          16.9        9.34
Sequential              1.98           0.406          5.37        2.39
Clock                   1.21           0.825          1.00        2.03
layout make-up:
| cell class | count | area [µm²] | share of cell area |
|---|---|---|---|
| Multi-Input combinational cell | 2584 | 24200 | 0.522 |
| Sequential cell | 432 | 10800 | 0.233 |
| Timing Repair Buffer | 406 | 4020 | 0.0864 |
| Inverter | 862 | 3240 | 0.0696 |
| Tap cell | 1662 | 2080 | 0.0448 |
| Clock buffer | 80 | 1690 | 0.0363 |
| Clock inverter | 34 | 384 | 0.00827 |
| Antenna cell | 1 | 2.50 | 0.0000539 |
worst reg2reg max path: stages (launching register included):
cell and delay [ns]:
dfrtp_1 0.54, and2_1 0.24, fa_1 0.53, inv_1 0.05, fa_1 0.53, inv_1 0.05
fa_1 0.49, inv_1 0.06, fa_1 0.47, inv_1 0.05, ha_1 0.32, o21a_1 0.13
o31a_1 0.19, nor4_2 0.07, nor3_1 0.28, nor2_1 0.12, a21oi_1 0.69, nand4_1 0.23
xnor2_1 0.17
worst min path at each step:
stage | startpoint | end | slack (ns) | depth (start not counted)
CTS | register | register | 0.47 | 1
global route | register | register | 0.49 | 1
finish | register | register | 0.46 | 1
placed cells by master, fill, tap and decap left out, types with 13 or more instances in the layout:
cell,n
and2_1,322
a31oi_1,15
clkdlybuf4s50_1,386
fa_1,450
xnor2_1,108
dfrtp_1,432
clkbuf_16,60
buf_4,17
clkinv_2,13
nand4_1,20
nor3b_1,17
inv_1,862
xor2_1,120
nor2b_1,21
ha_1,369
nand2_1,454
nor3_1,20
mux2_2,40
nor2_1,71
a21o_1,47
a21oi_1,85
and3_1,25
nand2b_1,28
nand3_1,43
o21a_1,18
o21ai_0,156
o31ai_1,14
kinds of logic after synthesis:
| group | Yosys count |
|---|---|
| multiplexers | 49 |
| AND-OR/OR-AND | 434 |
| adder cells (fa/ha/maj) | 819 |
| AND/OR/NAND/NOR | 1054 |
| buffers and inverters | 937 |
| XOR/XNOR | 228 |
| flip-flops | 432 |
stage by stage:
| step | util | power [mW] | cells |
|---|---|---|---|
| 6_report | 0.364 | 13.8 | 6061 |
| 5_1_grt | 0.364 | 15.6 | 6060 |
| 4_1_cts | 0.364 | 14.0 | 6060 |
| 3_5_place_dp | 0.348 | 11.8 | 5946 |
| 3_3_place_gp | 0.348 | 11.7 | 5946 |
| 2_1_floorplan | - | 9.22 | 3953 |
registers in the layout (all words and copies together), names as in the netlist:
name / cells
row_gen.col_gen.Processing_Element.w_pass: 72
row_gen.col_gen.Processing_Element.ifm_pass: 72
row_gen.col_gen.Processing_Element.psum_out: 288
Power figures rest on the tool's default switching activity, not on a simulated workload.
