==> ./design.v <==
(*use_dsp="yes"*)module PE#(
    parameter DATA_WIDTH = 8,
    parameter SUM_WIDTH = 32
)(
    input [DATA_WIDTH-1:0] ifm_in,
    input [DATA_WIDTH-1:0] w_in,
    input clk,
    input rst_n,
    input done,
    output [DATA_WIDTH-1:0] ifm_pass,
    output [DATA_WIDTH-1:0] w_pass,
    output [SUM_WIDTH-1:0] psum_out
);
    reg [DATA_WIDTH-1:0] ifm_pass_r;
    reg [DATA_WIDTH-1:0] w_pass_r;
    wire [SUM_WIDTH-1:0] mul;
    reg [SUM_WIDTH-1:0] psum_out_r;
    assign ifm_pass = ifm_pass_r;
    assign w_pass = w_pass_r;
    assign psum_out = psum_out_r;
    assign mul =  w_in * ifm_in;
    always @(posedge clk or negedge rst_n) begin
        if(!rst_n) begin
            ifm_pass_r <= 0;
            w_pass_r <= 0;
            psum_out_r <= 0;
        end
        else begin
            ifm_pass_r <= ifm_in;
            w_pass_r <= w_in;
            case(done)
                1'b0 : psum_out_r <= psum_out_r + mul;
                1'b1 : psum_out_r <= psum_out_r;
                default : psum_out_r <= 0;
            endcase
        end
    end
endmodule
module Pooling #(
    parameter DATA_WIDTH = 8,
    parameter MAP_WIDTH = 8
)(
    input clk,
    input rst_n,
    input [DATA_WIDTH-1:0] input_data,
    output reg [DATA_WIDTH-1:0] output_data,
    output done
);
    parameter ADDR_WIDTH = $clog2(MAP_WIDTH*MAP_WIDTH/2);
    parameter POOL_ADDR_WIDTH = $clog2(MAP_WIDTH*MAP_WIDTH/4);
    reg switch;
    reg [DATA_WIDTH-1:0] input_data_a [0:MAP_WIDTH*MAP_WIDTH/2-1];
    reg [DATA_WIDTH-1:0] input_data_b [0:MAP_WIDTH*MAP_WIDTH/2-1];
    reg [ADDR_WIDTH-1:0] addr_a;
    reg [ADDR_WIDTH-1:0] addr_b;
    reg pool_start;
    reg [POOL_ADDR_WIDTH-1:0] pool_addr;
    reg [DATA_WIDTH-1:0] A_in1;
    reg [DATA_WIDTH-1:0] A_in2;
    reg [DATA_WIDTH-1:0] B_in1;
    reg [DATA_WIDTH-1:0] B_in2;
    reg [DATA_WIDTH-1:0] max1;
    reg [DATA_WIDTH-1:0] max2;
    integer i;
    always @(posedge clk or negedge rst_n) begin
        if(!rst_n) begin
            for (i = 0; i < MAP_WIDTH*MAP_WIDTH/2; i = i + 1) begin
                input_data_a[i] <= 0;
                input_data_b[i] <= 0;
            end
        end
        else begin
            if(pool_start == 1'b0) begin
                if (switch == 1'b0) begin
                    input_data_a[addr_a] <= input_data;
                end
                else if(switch == 1'b1) begin
                    input_data_b[addr_b] <= input_data;
                end
            end
        end
    end
    reg [$clog2(MAP_WIDTH)-1:0] switch_cnt;
    always @(posedge clk or negedge rst_n) begin
        if(!rst_n) begin
            switch <= 1'b0;
            switch_cnt <= {$clog2(MAP_WIDTH){1'b0}};
        end
        else begin
            if(switch_cnt == MAP_WIDTH-1 ) begin
                switch <= ~switch;
                switch_cnt <= {$clog2(MAP_WIDTH){1'b0}};
            end
            else begin
                switch_cnt <= switch_cnt + 1;
            end
        end
    end
    always @(posedge clk or negedge rst_n) begin
        if(!rst_n) begin
            pool_start <= 1'b0;
            addr_a <= {ADDR_WIDTH{1'b0}};
            addr_b <= {ADDR_WIDTH{1'b0}};
        end
        else if(pool_start == 1'b0)begin
            if (switch == 1'b0) begin
                addr_a <= addr_a + 1;
            end
            else if(switch == 1'b1) begin
                if(addr_b == MAP_WIDTH*MAP_WIDTH/2-1) begin
                    pool_start <= 1'b1;
                end
                else begin
                    addr_b <= addr_b + 1;
                end
            end
        end
    end
    always @(posedge clk or negedge rst_n) begin
        if(!rst_n) begin
            pool_addr <= {POOL_ADDR_WIDTH{1'b0}};
            A_in1 <= 0;
            A_in2 <= 0;
            B_in1 <= 0;
            B_in2 <= 0;
        end
        else begin
            if(pool_start) begin
                if(pool_addr == MAP_WIDTH*MAP_WIDTH/4-1) begin
                    pool_addr <= {POOL_ADDR_WIDTH{1'b0}};
                end
                else begin
                    pool_addr <= pool_addr + 1;
                end
                A_in1 <= input_data_a[pool_addr*2];
                A_in2 <= input_data_a[pool_addr*2+1];
                B_in1 <= input_data_b[pool_addr*2];
                B_in2 <= input_data_b[pool_addr*2+1];
                if(A_in1 > A_in2) max1 <= A_in1;
                else max1 <= A_in2;
                if(B_in1 > B_in2) max2 <= B_in1;
                else max2 <= B_in2;
                if(max1 > max2) output_data <= max1;
                else output_data <= max2;
            end
        end
    end
    reg pool_done;
    reg [1:0]wait_count;
    always @(posedge clk or negedge rst_n) begin
        if(!rst_n) begin
            pool_done <= 1'b0;
        end
        else begin
            if(pool_addr == MAP_WIDTH*MAP_WIDTH/4-1) begin
                pool_done <= 1'b1;
            end
        end
    end
    always @(posedge clk or negedge rst_n) begin
        if(!rst_n) begin
            wait_count <= 2'b0;
        end
        else begin
            if(pool_done) wait_count <= wait_count + 1;
            else wait_count <= 2'b0;
        end
    end
    assign done = (wait_count == 2'b10);
endmodule
==> ./run.sh <==
#!/bin/bash
# OpenROAD 26Q1-2900-gdf79404cd8, Yosys 0.63+post, stock flow scripts
make -C /OpenROAD-flow-scripts/flow DESIGN_CONFIG=/design/flow/config.mk WORK_HOME=/design/flow/orfs finish
==> ./config.mk <==
export PLATFORM = sky130hd
export DESIGN_NAME = Pooling
export DESIGN_NICKNAME = Pooling
export VERILOG_FILES = /design/flow/design.v
export SDC_FILE = /design/flow/constraint.sdc
export NUM_CORES = 4
export LEC_CHECK = 1
export CORE_UTILIZATION = 30
export SYNTH_HDL_FRONTEND = slang
==> ./constraint.sdc <==
current_design Pooling

set clk_period 7.7
set clk_io_pct 0.2

create_clock -name clk0 -period $clk_period [get_ports {clk}]

set non_clock_inputs [all_inputs -no_clocks]
set_input_delay [expr $clk_period * $clk_io_pct] -clock clk0 $non_clock_inputs
set_output_delay [expr $clk_period * $clk_io_pct] -clock clk0 [all_outputs]
==> deck_impl_summary.md <==
Key Metrics from the Run

GRT
  – Pin count of the biggest net entering global routing: 138
  – Vias in the first global route: 16.7k
  – Initial antenna violation count: 2
  – First-pass GRT wire length: 101000 µm
  – Total GRT Usage: 0.149
  – Total global routing overflow: 0

Clock network
  – Total of cells resized after clock tree synthesis: 0
  – CTS root buf: clkbuf_16
  – TritonCTS clock tree: done
  – Max Buffers Root-to-Sink: 3
  – Clock sink count: 590
  – Clk ins delay skew pair: 630 ps
  – CTS H-tree lvls: 2
  – Cts hold-fix bufs: 0
  – Cts bufs inserted: 61
  – Setup Fix Bufs, Post-CTS: 0
  – Reg clk slew, reported paths: 60 ps

Critical path
  – R2R setup slack: 4770 ps
  – Max FO, Critical Path: 2
  – Worst Path Arrival: 1660 ps
  – R2R depth: 6
  – Startpoint types: flop
  – RR Endpoint: A_in1[7]
  – Crit path DRT: 6160 ps
  – Worst R2R Start: pool_addr[1]
  – CP Capture Type: output port
  – Setup CP Type: reg2out

Hold path
  – Hold Path Class: reg2reg
  – Hold_sp: wait_count[0]
  – Worst Hold Depth: 1
  – Hold endpoint: wait_count[0]

Pwr
  – Comb power frac: 0.040
  – Power consumption: 6.62 mW
  – Sequential Power Share: 0.494
  – Net Switching: 1.43 mW
  – Switch share: 0.217
  – Clock Power Share: 0.466
  – Cell Int Power: 5.19 mW
  – Leak pwr: 12.2 nW
  – PD cells: 217 nW/µm²
  – Maximum vdd drop: 188 µV

Final timing
  – RSZ-0062 raised after global routing: no
  – Actual slew at the worst max-slew pin: 808 ps
  – Fin. Hold Viols: 0
  – Min Tclk post-route: 3200 ps
  – Setup Viol. Count Final: 0
  – Final period utilization: 0.416
  – Slew Limit Fails: 0
  – Final Hold Slack: 423 ps
  – F_max: 312 MHz
  – Final worst setup slack: 4500 ps
  – Setup TNS Final: 0 ps
  – Max_slew headroom: 0.461
  – Clock skew: 25.2 ps

Logic synthesis
  – Mapped Avg Cell Area: 14.2 µm²
  – Flops after synth: 590
  – Yosys cell count: 1910
  – Yosys warns: 0
  – Register area share after synthesis: 0.550
  – Synth cell types: 45
  – Syn Inst Count: 1910
  – Synth Cell Area: 27100 µm²
  – Post-synth area from yosys stat: 27100 µm²

Final layout
  – Layout fillers: 8352
  – Most frequent cells in the layout: dfrtp_1 (563), mux2_2 (504), mux2i_1 (128)
  – Layout cells sized above 1: 0.398
  – Final Non-Filler Cells: 3097
  – Area grow syn2layout: 12.7%
  – Most numerous logic cell after layout: dfrtp_1

Flow run
  – Max Cap Violations: 0
  – Log Warnings: 39

Detailed routing
  – Antenna viol nets, final: 0
  – Vias: 15.4k
  – DRC violations left: 0
  – First drt pass iteration count: 5
  – Vias/cell: 4.99
  – Post-Route WL: 63600 µm
  – Drt wl/cell: 20.5 µm
  – Starting DRT DRC Count: 833

Placed design
  – Detail Placement HPWL: 39200 µm
  – Dpl cells: 2981
  – Buffers on Ports: 18
  – Routability Congestion: 0.842
  – Post-placement setup slack: 4670 ps

Die
  – DIE AREA: 91400 µm²
  – Chip height: 302 µm
  – I/O pin cnt: 19
  – Core area: 88900 µm²
  – FP Rows: 109
  – Fp util: 0.304
  – Width of the die: 302 µm

Outcome
  – Status: finished, final reports clean
## metal layers
layer | track usage | routed length [µm] | vias to the layer above
met4 | 0.0294 | 1450 | 2
met5 | 0 | 14 | -
li1 | - | - | 6981
met2 | 0.215 | 28000 | 392
met3 | 0.0586 | 5610 | 93
met1 | 0.219 | 28500 | 7979
## critical path: stages (launching register included)
cell and delay (ps):
dfrtp_1 370, inv_1 60, ha_1 150, clkdlybuf4s50_1 460
## synthesized netlist by cell type (all sizes together)
master / number / area, µm²
dfrtp: 566 / 14200
mux2: 531 / 5980
mux2i: 128 / 1280
nor2: 107 / 502
clkbuf: 88 / 330
o22ai: 66 / 425
mux4: 64 / 1440
buf: 49 / 251
ha: 37 / 463
nand2: 37 / 146
a31oi: 33 / 206
a22oi: 32 / 240
inv: 29 / 109
edfxtp: 24 / 721
a21oi: 21 / 105
nand3: 15 / 105
nor3: 10 / 55.1
o21ai: 10 / 50.0
nand4: 9 / 56.3
nor2b: 9 / 56.3
o221a: 8 / 90.1
nand3b: 7 / 52.6
xnor2: 7 / 61.3
and2: 6 / 37.5
nor3b: 6 / 60.1
o211ai: 3 / 22.5
or2: 2 / 12.5
a21boi: 1 / 7.51
a21o: 1 / 7.51
a31o: 1 / 8.76
and3: 1 / 6.26
or3b: 1 / 8.76
xor2: 1 / 8.76
## cell families after synthesis
group / share of synthesized area
compound gates: 0.0430
xor+xnor: 0.00259
simple gates: 0.0406
flops: 0.550
buf+inv: 0.0255
mux: 0.321
fa+ha+maj: 0.0171
## power by group through the flow
stage | combinational [mW] | sequential, mW | clock (mW)
finish | 0.265 | 3.27 | 3.09
global route | 0.299 | 3.28 | 3.28
CTS | 0.274 | 3.27 | 3.16
## how the worst max path moves through the flow
stage	start	end	slack [ps]	cells past startpoint
finish	wait_count[0]	done	4500	3
global route	wait_count[0]	done	4410	3
CTS	wait_count[0]	done	4440	3
## state kept, by name, indices dropped and copies added (netlist names)
register	cells
A_in1	8
A_in2	8
B_in1	8
B_in2	8
addr_a	5
addr_b	5
input_data_a	256
input_data_b	256
max1	8
max2	8
output_data	8
pool_addr	4
pool_done	1
pool_start	1
switch	1
switch_cnt	3
wait_count	2
## metrics by stage
stage | util | cell area, µm²
after floorplan | - | 27100
after global placement | 0.319 | 28400
after detailed placement | 0.319 | 28400
after CTS | 0.343 | 30500
after global routing | 0.343 | 30500
final | 0.343 | 30500
## area by class of cell
class,count,area [µm²],share of cell area
Sequential cell,590,14900,0.488
Multi-Input combinational cell,1154,11500,0.377
Clock buffer,90,1840,0.0603
Tap cell,1165,1460,0.0478
Timing Repair Buffer,43,395,0.0130
Clock inverter,25,297,0.00972
Inverter,29,109,0.00357
Antenna cell,1,2.50,0.0000820
Power figures rest on the tool's default switching activity, not on a simulated workload.
